==> design/flow/design.v <==
module SevenHexDecoder (
	input        [4:0] i_hex,
	output logic [6:0] o_seven_ten,
	output logic [6:0] o_seven_one
);
parameter D0 = 7'b1000000;
parameter D1 = 7'b1111001;
parameter D2 = 7'b0100100;
parameter D3 = 7'b0110000;
parameter D4 = 7'b0011001;
parameter D5 = 7'b0010010;
parameter D6 = 7'b0000010;
parameter D7 = 7'b1011000;
parameter D8 = 7'b0000000;
parameter D9 = 7'b0010000;
always_comb begin
	case(i_hex)
		5'h0: 	begin o_seven_ten = D0; o_seven_one = D0; end
		5'h1: 	begin o_seven_ten = D0; o_seven_one = D1; end
		5'h2: 	begin o_seven_ten = D0; o_seven_one = D2; end
		5'h3: 	begin o_seven_ten = D0; o_seven_one = D3; end
		5'h4: 	begin o_seven_ten = D0; o_seven_one = D4; end
		5'h5: 	begin o_seven_ten = D0; o_seven_one = D5; end
		5'h6: 	begin o_seven_ten = D0; o_seven_one = D6; end
		5'h7: 	begin o_seven_ten = D0; o_seven_one = D7; end
		5'h8: 	begin o_seven_ten = D0; o_seven_one = D8; end
		5'h9:	begin o_seven_ten = D0; o_seven_one = D9; end
		5'ha: 	begin o_seven_ten = D1; o_seven_one = D0; end
		5'hb: 	begin o_seven_ten = D1; o_seven_one = D1; end
		5'hc: 	begin o_seven_ten = D1; o_seven_one = D2; end
		5'hd: 	begin o_seven_ten = D1; o_seven_one = D3; end
		5'he: 	begin o_seven_ten = D1; o_seven_one = D4; end
		5'hf: 	begin o_seven_ten = D1; o_seven_one = D5; end
		5'h10:	begin o_seven_ten = D1; o_seven_one = D6; end
		5'h11:	begin o_seven_ten = D1; o_seven_one = D7; end
		5'h12:	begin o_seven_ten = D1; o_seven_one = D8; end
		5'h13:	begin o_seven_ten = D1; o_seven_one = D9; end
		5'h14:	begin o_seven_ten = D2; o_seven_one = D0; end
		5'h15:	begin o_seven_ten = D2; o_seven_one = D1; end
		5'h16:	begin o_seven_ten = D2; o_seven_one = D2; end
		5'h17:	begin o_seven_ten = D2; o_seven_one = D3; end
		5'h18:	begin o_seven_ten = D2; o_seven_one = D4; end
		5'h19:	begin o_seven_ten = D2; o_seven_one = D5; end
		5'h1a:	begin o_seven_ten = D2; o_seven_one = D6; end
		5'h1b:	begin o_seven_ten = D2; o_seven_one = D7; end
		5'h1c:	begin o_seven_ten = D2; o_seven_one = D8; end
		5'h1d:	begin o_seven_ten = D2; o_seven_one = D9; end
		5'h1e:	begin o_seven_ten = D3; o_seven_one = D0; end
		5'h1f:	begin o_seven_ten = D3; o_seven_one = D1; end
		default:begin o_seven_ten = D3; o_seven_one = D2; end
	endcase
end
endmodule
==> design/flow/run.sh <==
#!/bin/bash
# OpenROAD 26Q1-2900-gdf79404cd8, Yosys 0.63+post, stock flow scripts
make -C /OpenROAD-flow-scripts/flow DESIGN_CONFIG=/design/flow/config.mk WORK_HOME=/design/flow/orfs finish
==> design/flow/config.mk <==
export PLATFORM = sky130hd
export DESIGN_NAME = SevenHexDecoder
export DESIGN_NICKNAME = SevenHexDecoder
export VERILOG_FILES = /design/flow/design.v
export SDC_FILE = /design/flow/constraint.sdc
export NUM_CORES = 4
export LEC_CHECK = 1
export CORE_AREA = 10 10 70 70
export DIE_AREA = 0 0 80 80
==> design/flow/constraint.sdc <==
current_design SevenHexDecoder

set clk_period 2.1
set clk_io_pct 0.2

create_clock -name clk0 -period $clk_period

set non_clock_inputs [all_inputs -no_clocks]
set_input_delay [expr $clk_period * $clk_io_pct] -clock clk0 $non_clock_inputs
set_output_delay [expr $clk_period * $clk_io_pct] -clock clk0 [all_outputs]
==> job_summary.md <==
## PnR job results

| Metric | Value |
|---|---|
| Simple-gate share of the synthesized area | `0.2317` |
| Critical path, cell by cell | `buf_2 -> inv_4 -> ha_1 -> a31oi_4 -> o21ai_4 -> buf_4 -> o21ai_1 -> nand3_1 -> dlygate4sd2_1` |
| Max incr delay on CP | `0.24 ns` |
| Vias in the first global route | `646` |
| Row cnt | `21` |
| Diode count | `0` |
| Fin util | `0.3077` |
| WS Path Type | `in -> out` |
| Antenna Nets Post-Route | `0` |
| Final critical-path setup slack | `0.04161 ns` |
| Initial antenna violation count | `0` |
| Top cells, area | `ha_1 (18%), buf_6 (9.1%), nand2_1 (6.0%)` |
| Power Total | `0.0002087 W` |
| Total Negative Setup Slacks | `0 ns` |
| First-pass GRT wire length | `3077 um` |
| Pwr dens | `198.6 nW/um2` |
| Log Warnings | `38` |
| Post-synthesis average cell area | `6.996 um2` |
| GR Overflow Total | `0` |
| Worst path required time | `1.68 ns` |
| Via density | `4.292` |
| Fmax | `485.8 MHz` |
| Final GP Congestion | `0.7414` |
| Critical Path AT | `1.64 ns` |
| Critical path's top delay family | `buffers and inverters` |
| Share of layout cells above drive strength 1 | `0.5093` |
| Mapped cell area | `496.7 um2` |
| Wire per inst | `12.19 um` |
| FF/Latch Area | `0 um2` |
| GRT Util Overall | `0.05638` |
| Dpl hpwl | `1201 um` |
| FP Util | `0.1454` |
| Area leader, netlist | `ha_1` |
| Cycle use final | `0.9802` |
| Synth Area in Adders | `0.1763` |
| Hold EP | `o_seven_ten[4]` |
| Final hold vios | `0` |
| Comb area leader | `AND-OR/OR-AND gates` |
| Via Count | `661` |
| Die H | `80 um` |
| Clock buf count | `0` |
| DRT Pass-1 Iters | `4` |
| Slowest-stage cell, CP | `dlygate4sd2_1` |
| Fillcell total | `356` |
| Hold Crit Depth | `5` |
| Top cells excl fill/tap | `buf_4 (16), buf_6 (9), nand2_1 (7)` |
| WP buf/inv | `4` |
| Top cell excl fill/tap | `buf_4` |
| Fin. max-slew vios | `0` |
| Chip Width | `80 um` |
| IO Pins | `19` |
| Port Buffer Count | `18` |
| Synth warn | `1` |
| Flop Count | `0` |
| Endpoint class of the critical path | `output pin` |
| CP Max Fanout | `4` |
| Tightest Hold Check Type | `in -> out` |
| Largest net degree at the start of global routing | `9` |
| Die ar. | `6400 um2` |
| Max-area cell share | `0.1763` |
| Worst VDD drop | `0.00006816 V` |
| Area Growth Syn to Fin | `111.6%` |
| Register share after synthesis | `0` |
| Status | `completed` |
| Hold buffers post-CTS | `0` |
| Min cycle time layout | `2.058 ns` |
| Synth Instances | `71` |
| Final setup fails | `0` |
| Cell Area, Placed | `807.0 um2` |
| Core area | `3416 um2` |
| WL final | `1877 um` |
| YS chip area | `496.7 um2` |
| Mux area share | `0.04282` |
| Hold_sp | `i_hex[1]` |
| DRC viols | `0` |
| Number of distinct library cells after synthesis | `29` |
| Yosys cell count | `71` |
| Leak Pwr | `0.4749 nW` |
| Pre-CTS WS | `-0.5845 ns` |
| Ao+oa area frac | `0.3249` |
| Design Area, Final | `1051 um2` |
| Synth Area in XOR/XNOR | `0.03526` |
| Drt initial violations | `19` |
| Worst setup SP type | `input pin` |
| Max-cap violations | `0` |
## layer usage
layer | GRT usage | vias up | share of wire
li1 | - | 329 | -
met1 | 0.07530 | 318 | 0.48
met2 | 0.1011 | 14 | 0.50
met3 | 0.004545 | 0 | 0.025
met4 | 0 | 0 | 0
met5 | 0 | - | 0
## power breakdown
part | internal [W] | total, W | switching (W)
combinational | 0.000120 | 0.000209 | 0.0000884
sequential | 0 | 0 | 0
clock | 0 | 0 | 0
## logic make-up after synthesis
group | Yosys count
AND/OR/NAND/NOR | 24
XOR/XNOR | 2
other | 1
multiplexers | 2
adder cells (fa/ha/maj) | 7
AND-OR/OR-AND | 22
buffers and inverters | 13
## final cells by class
type	count	area (um2)	area share
Timing Repair Buffer	44	425.4	0.4048
Tap cell	46	57.56	0.05476
Inverter	6	27.53	0.02619
Multi-Input combinational cell	58	540.5	0.5143
## synth_stat cells, drive strengths merged, types with 2 or more instances
master / n
nand2: 8
o21ai: 8
buf: 7
ha: 7
inv: 6
nand3: 5
a21oi: 4
nor2: 4
a31oi: 2
a32o: 2
nor3b: 2
o2111ai: 2
xnor2: 2
## worst min-delay path, stage by stage
cell,delay [ns]
buf_6,0.11
buf_4,0.15
a31oi_4,0.09
nor2_1,0.08
dlymetal6s2s_1,0.10
## through the flow
stage,hold slack (ns),cells
floorplan,0.8841,71
global placement,1.996,145
detailed placement,2.004,145
CTS,1.517,153
global route,1.418,154
finish,1.364,154
## worst max path at each step
stage	startpoint	end	slack [ns]	cells after the start
final	i_hex[0]	o_seven_one[3]	0.04	9
after global routing	i_hex[2]	o_seven_one[3]	-0.0001	9
after CTS	i_hex[2]	o_seven_ten[3]	0.006	7
## timing repair
action                     4_1_cts  5_1_grt
gates resized                   61        9
buffers inserted                 5        1
gates cloned                     3        0
pin swaps                       11        6
setup endpoints to repair       13        5
No activity file was given, so power comes from the tool's default toggle rates.
