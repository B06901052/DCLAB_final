==> ./constraint.sdc <==
current_design Debounce

set clk_period 1.1
set clk_io_pct 0.2

create_clock -name clk0 -period $clk_period [get_ports {i_clk}]

set non_clock_inputs [all_inputs -no_clocks]
set_input_delay [expr $clk_period * $clk_io_pct] -clock clk0 $non_clock_inputs
set_output_delay [expr $clk_period * $clk_io_pct] -clock clk0 [all_outputs]
==> ./config.mk <==
export PLATFORM = sky130hd
export DESIGN_NAME = Debounce
export DESIGN_NICKNAME = Debounce
export VERILOG_FILES = /design/flow/design.v
export SDC_FILE = /design/flow/constraint.sdc
export NUM_CORES = 4
export LEC_CHECK = 1
export CORE_AREA = 10 10 70 70
export DIE_AREA = 0 0 80 80
==> ./design.v <==
module Debounce (
	input  i_in,
	input  i_clk,
	input  i_rst_n,
	output o_debounced,
	output o_neg,
	output o_pos
);
parameter CNT_N = 7;
localparam CNT_BIT = $clog2(CNT_N+1);
logic o_debounced_r, o_debounced_w;
logic [CNT_BIT-1:0] counter_r, counter_w;
logic neg_r, neg_w, pos_r, pos_w;
assign o_debounced = o_debounced_r;
assign o_pos = pos_r;
assign o_neg = neg_r;
always_comb begin
	if (i_in != o_debounced_r) begin
		counter_w = counter_r - 1;
	end else begin
		counter_w = CNT_N;
	end
	if (counter_r == 0) begin
		o_debounced_w = ~o_debounced_r;
	end else begin
		o_debounced_w = o_debounced_r;
	end
	pos_w = ~o_debounced_r &  o_debounced_w;  
	neg_w =  o_debounced_r & ~o_debounced_w;  
end
always_ff @(posedge i_clk or negedge i_rst_n) begin
	if (!i_rst_n) begin
		o_debounced_r <= '0;
		counter_r <= '0;
		neg_r <= '0;
		pos_r <= '0;
	end else begin
		o_debounced_r <= o_debounced_w;
		counter_r <= counter_w;
		neg_r <= neg_w;
		pos_r <= pos_w;
	end
end
endmodule
==> ./run.sh <==
#!/bin/bash
# OpenROAD 26Q1-2900-gdf79404cd8, Yosys 0.63+post, stock flow scripts
make -C /OpenROAD-flow-scripts/flow DESIGN_CONFIG=/design/flow/config.mk WORK_HOME=/design/flow/orfs finish
==> results.ini <==
[final_timing]
fin_crit_sh_pct=98.31
finalSetupViolCount=0
setup_slack_ns=0.01858
relSlewSlack_pct=80.38
grt_setup_unrepaired=yes
slew_violations=0
fin_setup_tns_ns=0
fin_crit_ns=1.081
hold_viol=0
tightest_slew_ns=0.2932
max_freq_mhz=924.7
skew_ns=0.0004386

[cts]
cts-hold-fix-buffers=0
clkTransAtPathRegs_ns=0.05
htree_levels=1
cts_root_buf=clkbuf_4
cts_tree=built
insertion_delay_ns=0.24
clkSinkCount=6
numCtsBuffers=3
clock_path_buffers=2

[detailed_routing]
diodes=0
ant_nets=0
first_pass_iters=2
routedWlPerCell_um=6.423
via_per_inst=2.192
vias=171
drt_iter0_drc=5
routed_wl_um=501
route.detailed.drc=0

[flow_run]
maxCapViolations=0
tool_warnings=28

[grt]
grt_first_pass_wirelength_um=828
grt_overflow_total=0
gr-usage-all-layers_pct=1.582
antenna_found_initial=0
first_global_vias=193
grt_start_max_net_pins=7

[logic_synthesis]
ys_seq_share_pct=60.00
ys_cells=20
ys.flops=6
syn_avg_cell_area_sq_um=12.51
yosysWarnings=1
syn_inst=20
ys_area_sq_um=250.2
synth.distinct_cells=7
netlist_area_sq_um=250.2

[die]
rows=21
die_h_um=80
die-area_sq_um=6400
core_sq_um=3416
fp_util_pct=7.326
die_w_um=80
io_pins=6

[worst_setup_path]
critPathCaptureType=flip-flop
cp-start-kind=flip-flop
critPathRequiredTime_ns=1.24
critical_path_arrival_ns=1.22
reg2reg_depth=5
crit_type=reg2reg
critPathMaxFanout=2

[placement]
dp_slack_ns=-0.07903
placed_cells=74
post-dp-hpwl_um=335.4
io_buffers=5
gp_congestion=0.6892

[power_and_ir_drop]
power_density_nw_per_um2=1903
leakage_nw=0.2126
peakVddDrop_uv=403.1

[cells_and_area]
layout-drive-gt1-share_pct=43.75
final_cell_count_no_fill=78
syn2layout_area_growth_pct=80.00

[outcome]
outcome=completed

[min_path]
hp-class=in2async

==> worst max-delay path: stages, from the launching register on <==
cell and delay [ns]:
dfrtp_1 0.36, inv_2 0.06, ha_4 0.14, nor2b_4 0.13
ha_4 0.25, inv_1 0.03
==> final timing paths <==
kind	slack [ns]	end	from
worst min-delay path	0.22	counter_r[1]$_DFF_PN0_	i_rst_n
max in group asynchronous	0.66	pos_r$_DFF_PN0_	i_rst_n
min in group clk0	0.59	counter_r[2]$_DFF_PN0_	counter_r[2]$_DFF_PN0_
worst min register to register	0.59	counter_r[2]$_DFF_PN0_	counter_r[2]$_DFF_PN0_
worst max-delay path	0.02	o_debounced_r$_DFF_PN0_	counter_r[0]$_DFF_PN0_
worst max register to register	0.02	o_debounced_r$_DFF_PN0_	counter_r[0]$_DFF_PN0_
==> sequential cells by signal (all words and copies together) (netlist names) <==
name	flops
counter_r	3
neg_r	1
pos_r	1
o_debounced_r	1
==> kinds of logic after synthesis <==
logic type	after synthesis	share of synthesized area [%]
DFF	6	60.00
buffers and inverters	4	5.998
xor gates and xnor gates	2	7.001
adders and majority gates	4	20.00
and+or+nand+nor	4	7.001
==> final cells by class <==
cell class,instances,area (sq um)
fill,389,2965
tap,46,57.56
inverter,4,15.01
multi-input combinational,10,127.6
clock buffer,3,22.52
sequential,6,150.1
timing repair buffer,9,77.57
==> cells in the final DEF (no fill, tap or decap) <==
cell             synthesis  routed
dfrtp_1                  6       6
buf_4                    0       4
nand2_1                  3       3
clkbuf_4                 0       3
inv_1                    4       2
inv_2                    0       2
ha_4                     0       2
clkdlybuf4s50_1          0       2
dlygate4sd2_1            0       2
xor2_1                   1       1
nor2b_4                  0       1
xnor2_2                  0       1
ha_1                     4       1
ha_2                     0       1
clkdlybuf4s15_1          0       1
==> synth_stat cells, drive strengths merged <==
cell type,number,area (sq um)
dfrtp,6,150.1
ha,4,50.05
inv,4,15.01
nand2,3,11.26
nor2b,1,6.260
xnor2,1,8.760
xor2,1,8.760
==> report_power, final <==
part           switching [mW]  total, mW  internal (mW)
clock                  0.0800      0.203          0.123
sequential             0.0422      0.322          0.280
combinational           0.144      0.332          0.188
==> stage by stage <==
step / hold WS [ns] / power [mW] / util (%) / area (sq um)
2_1_floorplan: -0.07559 / 0.4168 / - / 250.2
3_3_place_gp: 0.4793 / 0.5607 / 11.14 / 380.4
3_5_place_dp: 0.4807 / 0.5619 / 11.14 / 380.4
4_1_cts: 0.2161 / 0.7827 / 11.98 / 409.1
5_1_grt: 0.2356 / 0.9298 / 13.19 / 450.4
6_report: 0.2228 / 0.8571 / 13.19 / 450.4
==> metal layers <==
layer / global-route usage [%] / vias to the layer above / share of wire [%]
li1: - / 83 / -
met1: 1.685 / 80 / 39
met2: 2.247 / 6 / 48
met3: 1.136 / 2 / 9.0
met4: 0.8803 / 0 / 3.8
met5: 0 / - / 0
==> timing repair <==
action	4_1_cts	5_1_grt
cloned	0	0
endpoints found under the setup margin	4	3
gates resized	7	6
pin swaps	2	2
setup buffers	0	1
No activity file was given, so power comes from the tool's default toggle rates.
